===== /design/flow/config.mk =====
export PLATFORM = sky130hd
export DESIGN_NAME = seven_segment_seconds
export DESIGN_NICKNAME = seven_segment_seconds
export VERILOG_FILES = /design/flow/design.v
export SDC_FILE = /design/flow/constraint.sdc
export NUM_CORES = 4
export LEC_CHECK = 1
export CORE_AREA = 10 10 87 87
export DIE_AREA = 0 0 97 97

===== /design/flow/constraint.sdc =====
current_design seven_segment_seconds

set clk_period 2.4
set clk_io_pct 0.2

create_clock -name clk0 -period $clk_period [get_ports {io_in}]

set non_clock_inputs [all_inputs -no_clocks]
set_input_delay [expr $clk_period * $clk_io_pct] -clock clk0 $non_clock_inputs
set_output_delay [expr $clk_period * $clk_io_pct] -clock clk0 [all_outputs]

===== /design/flow/design.v =====
`default_nettype none
module seven_segment_seconds #( parameter MAX_COUNT = 1000 ) (
  input [7:0] io_in,
  output [7:0] io_out
);
    wire clk = io_in[0];
    wire reset = io_in[1];
    wire [6:0] led_out;
    assign io_out[6:0] = led_out;
    reg [9:0] second_counter;
    reg [3:0] digit;
    always @(posedge clk) begin
        if (reset) begin
            second_counter <= 0;
            digit <= 0;
        end else begin
            if (second_counter == MAX_COUNT) begin
                second_counter <= 0;
                digit <= digit + 1'b1;
                if (digit == 9)
                    digit <= 0;
            end else
                second_counter <= second_counter + 1'b1;
        end
    end
    seg7 seg7(.counter(digit), .segments(led_out));
endmodule
module seg7 (
    input wire [3:0] counter,
    output reg [6:0] segments
);
    always @(*) begin
        case(counter)
            0:  segments = 7'b0111111;
            1:  segments = 7'b0000110;
            2:  segments = 7'b1011011;
            3:  segments = 7'b1001111;
            4:  segments = 7'b1100110;
            5:  segments = 7'b1101101;
            6:  segments = 7'b1111100;
            7:  segments = 7'b0000111;
            8:  segments = 7'b1111111;
            9:  segments = 7'b1100111;
            default:    
                segments = 7'b0000000;
        endcase
    end
endmodule

===== /design/flow/run.sh =====
#!/bin/bash
# OpenROAD 26Q1-2900-gdf79404cd8, Yosys 0.63+post, stock flow scripts
make -C /OpenROAD-flow-scripts/flow DESIGN_CONFIG=/design/flow/config.mk WORK_HOME=/design/flow/orfs finish

==> flow_metrics.tcl <==
# implementation run metrics
set metrics [dict create \
    drt_wl_total_mm 4.67 \
    power_mw 4.76 \
    ys_top_cells_by_count "dfxtp_1 (21), nor2_1 (11), ha_1 (9), inv_1 (9), nand3_1 (6)" \
    final_hold_viol_count 0 \
    synthAoiAreaFrac_pct 8.96 \
    rsz0062_at_grt "true" \
    ys_seq_share_pct 37.2 \
    worstPathBufferInverterCount 6 \
    critPathTopFamily "buffers and inverters" \
    fp_util_pct 20.0 \
    synthArstFlopShare_pct 0 \
    top_cell "dfxtp_1" \
    clock_latency_ns 0.23 \
    fin_util_pct 40.2 \
    ios 16 \
    dr.pass1.iters 4 \
    finish.cell_count_without_fillers 266 \
    portBuffers 7 \
    ys_sh_adder_pct 9.96 \
    status "finished, violations left" \
    whs_ns 0.397 \
    synthFlopType "dfxtp_1" \
    netlist_logic_family_top "simple AND/OR/NAND/NOR gates" \
    xor_area_share_pct 5.42 \
    ys_cells 113 \
    violations "setup timing" \
    drc 0 \
    max-vdd-ir-drop_mv 1.07 \
    critPathCaptureType "register" \
    wire_per_inst_um 17.6 \
    layout.area.seq_um2 422 \
    cp_common_cell "buf_8" \
    dp_cells 189 \
    drv_slew 0 \
    dp_slack_ns 0.132 \
    insertedDiodeCount 0 \
    num_vias 1276 \
    die_h_um 97 \
    grt_pass1_vias 1900 \
    netlist_instances 113 \
    antenna_found_initial 0 \
    cts_hold_buf 0 \
    drt_iter0_drc 140 \
    place_congestion 0.756 \
    area_growth_pct 101 \
    largest_area_cell "dfxtp_1" \
    routed_via_density 4.80 \
    place_area_mm2 0.00126 \
    syn-cell-area_mm2 0.00113 \
    critical_path.max_fanout 4 \
    min_path_type "clk2reg" \
    critical_path_class "clk2reg" \
    hp-start "io_in[1]" \
    grt_max_degree 12 \
    grt_usage_pct 10.4 \
    edf_count 0 \
    startpoint "io_in[1]" \
    hpwlAfterDp_mm 1.40 \
    drv_cap 0 \
    powerDensity_mw_per_mm2 2100 \
    globalRouteOverflowTotal 0 \
    syn_area_per_cell_um2 10.0 \
    crit_required_ns 2.52 \
    finalSetupTns_ns -0.528 \
    worst_path_largest_cell_delay_ns 0.19 \
    yosys_warnings 3 \
    leakagePower_nw 1.03 \
    die_x_um 97 \
    fillerInstances 485 \
    worst_slack_ns -0.153 \
    crit_path_top_delay_cell "nor3_4" \
    layout-drive-gt1-share_pct 54.6 \
    cp_cell_sequence "buf_8 > clkbuf_16 > nor3_4 > mux2i_2 > buf_4 > buf_8 > buf_6 > ha_4 > buf_8 > mux2i_4 > o21ai_2" \
    top_cell_area_share_pct 37.2 \
    path_clk_slew_ns 0.05 \
    critPathLaunchType "clock port" \
    cts_tree "done" \
    topCellsByArea "dfxtp_1 (37%), ha_1 (10%), mux2_2 (4.0%)" \
    ys_sh_simple_pct 23.3 \
    coreArea_mm2 0.00564 \
    drt.antenna.violating_nets 0 \
    grt_pass1_wl_mm 7.29 \
    synthMuxAreaShare_pct 8.74 \
    comb_area_um2 837 \
    worstPathArrival_ns 2.67 \
    synth.distinct_cells 41 \
    die-area_mm2 0.00941 \
    fin_worst_skew_ns 0.000466 \
    rows 27 \
    yosysChipArea_mm2 0.00113 \
    warnings 104 \
    numSynthFlops 21 \
    finalSetupViolations 4 \
    fin_area_mm2 0.00227 \
    r2r-start "second_counter[0]$_SDFF_PP0_" \
]
## metal layers
| layer | part of all wire (%) | wire [µm] | GRT usage, % |
|---|---|---|---|
| met4 | 6.3 | 296 | 13.6 |
| met3 | 15 | 720 | 17.6 |
| met5 | 0.71 | 33 | 4.95 |
| met1 | 39 | 1820 | 7.01 |
| met2 | 39 | 1800 | 8.33 |
## power breakdown
| part | internal (mW) | leakage, nW | switching (mW) |
|---|---|---|---|
| Sequential | 0.390 | 0.181 | 0 |
| Combinational | 0 | 0.217 | 0.0000765 |
| Clock | 2.60 | 0.635 | 1.77 |
## kinds of logic after synthesis
family,count (synthesis)
DFF,21
and+or+nand+nor,41
muxes,9
xor gates and xnor gates,7
adders and majority gates,9
buffers and inverters,13
other,1
AOI/OAI and AO/OA,12
## cell usage in the layout, fill, tap and decap left out, types with 2 or more instances in the layout
cell type	instances
nand3_1	4
clkbuf_8	32
xor2_1	3
buf_6	2
clkdlybuf4s50_1	7
nand2_1	2
clkbuf_1	5
buf_8	9
nand3_2	2
and3_1	3
ha_1	4
inv_2	10
dfxtp_1	20
nor3_4	5
mux2i_4	2
nor2_1	10
mux2i_2	2
o2bb2ai_2	2
xnor2_1	4
inv_1	14
o21ai_2	3
inv_6	2
mux2_4	3
ha_4	4
buf_4	9
## flip-flops by register name, summed over array words and instances (netlist names)
signal / flops
led_out: 7
digit: 4
second_counter: 10
## final timing paths
kind / slack, ns / depth (start not counted) / to
setup / recovery: -0.15 / 11 / led_out[5]$_DFF_P_
hold / removal: 0.40 / 6 / second_counter[0]$_SDFF_PP0_
setup reg to reg: 0 / 12 / led_out[0]$_DFF_P_
hold reg to reg: 0.48 / 1 / second_counter[0]$_SDFF_PP0_
## cell type report
class	instances	share of cell area (%)
clock buffer	57	30.9
tap	72	3.97
clock inverter	23	4.47
inverter	5	0.827
multi-input combinational	79	36.9
timing repair buffer	9	4.30
sequential	21	18.6
## worst reg2reg max path, delay by kind of cell (launching register included)
kind                     cells  cell delay (ns)
AND-OR/OR-AND                1             0.11
adder cells (fa/ha/maj)      2             0.34
buffers and inverters        5             0.62
flip-flops                   1             0.34
multiplexers                 2             0.60
AND/OR/NAND/NOR              2             0.34
## repair_timing
| action | 4_1_cts | 5_1_grt |
|---|---|---|
| pin swaps | 11 | 7 |
| gates resized | 43 | 20 |
| endpoints found under the setup margin | 12 | 9 |
| hold endpoints to repair | 0 | 0 |
| setup buffers | 10 | 2 |
Power and IR drop assume default switching activity.
